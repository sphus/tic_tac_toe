==> flow/design.v <==
module board
    (
        input   wire            clk             ,    
        input   wire            rstn            ,    
        input   wire            player_move     ,    
        input   wire            computer_move   ,    
        input   wire    [3:0]   player_address  ,    
        input   wire    [3:0]   computer_address,    
        output  wire    [1:0]   led_0           ,    
        output  wire    [1:0]   led_1           ,    
        output  wire    [1:0]   led_2           ,    
        output  wire    [1:0]   led_3           ,    
        output  wire    [1:0]   led_4           ,    
        output  wire    [1:0]   led_5           ,    
        output  wire    [1:0]   led_6           ,    
        output  wire    [1:0]   led_7           ,    
        output  wire    [1:0]   led_8           ,    
        output  reg             illegal_move    ,    
        output  reg             tie             ,    
        output  reg             win             ,    
        output  reg     [1:0]   winner               
    );
    parameter EMPTY     = 2'b00;
    parameter PLAYER    = 2'b01;
    parameter COMPUTER  = 2'b10;
    parameter TEST      = 2'b11;
    reg     [1:0] board [8:0];
    reg     [8:0] piece;
    assign led_0 = board[0];
    assign led_1 = board[1];
    assign led_2 = board[2];
    assign led_3 = board[3];
    assign led_4 = board[4];
    assign led_5 = board[5];
    assign led_6 = board[6];
    assign led_7 = board[7];
    assign led_8 = board[8];
    always @( *)
    begin
        piece[0] = |board[0];
        piece[1] = |board[1];
        piece[2] = |board[2];
        piece[3] = |board[3];
        piece[4] = |board[4];
        piece[5] = |board[5];
        piece[6] = |board[6];
        piece[7] = |board[7];
        piece[8] = |board[8];
    end
    always @(posedge clk or negedge rstn)
    begin
        if (rstn == 1'b0)
        begin
            board[0] <= EMPTY;
            board[1] <= EMPTY;
            board[2] <= EMPTY;
            board[3] <= EMPTY;
            board[4] <= EMPTY;
            board[5] <= EMPTY;
            board[6] <= EMPTY;
            board[7] <= EMPTY;
            board[8] <= EMPTY;
            illegal_move <= 1'b0;
        end
        else
        begin
            if (player_move)
            begin
                if (piece[player_address] == 1'b1)
                begin
                    illegal_move <= 1'b1;
                end
                else
                begin
                    board[player_address] = PLAYER;
                    illegal_move <= 1'b0;
                end
            end
            else if (computer_move)
            begin
                if (piece[computer_address] == 1'b1)
                begin
                    illegal_move <= 1'b1;
                end
                else
                begin
                    board[computer_address] = COMPUTER;
                    illegal_move <= 1'b0;
                end
            end
            else
            begin
                illegal_move <= 1'b0;
            end
        end
    end
    always @(posedge clk or negedge rstn)
    begin
        if (rstn == 1'b0)
        begin
            win <= 1'b0;
            winner <= 2'd0;
        end
        else if (&{board[3*0+0][0],board[3*0+1][0],board[3*0+2][0]}||        
                 &{board[3*1+0][0],board[3*1+1][0],board[3*1+2][0]}||        
                 &{board[3*2+0][0],board[3*2+1][0],board[3*2+2][0]}||        
                 &{board[3*0+0][0],board[3*1+0][0],board[3*2+0][0]}||        
                 &{board[3*0+1][0],board[3*1+1][0],board[3*2+1][0]}||        
                 &{board[3*0+2][0],board[3*1+2][0],board[3*2+2][0]}||        
                 &{board[3*0+0][0],board[3*1+1][0],board[3*2+2][0]}||        
                 &{board[3*2+0][0],board[3*1+1][0],board[3*0+2][0]})         
        begin
            win     <= 1'b1;
            winner  <= PLAYER;
        end
        else if (&{board[3*0+0][1],board[3*0+1][1],board[3*0+2][1]}||        
                 &{board[3*1+0][1],board[3*1+1][1],board[3*1+2][1]}||        
                 &{board[3*2+0][1],board[3*2+1][1],board[3*2+2][1]}||        
                 &{board[3*0+0][1],board[3*1+0][1],board[3*2+0][1]}||        
                 &{board[3*0+1][1],board[3*1+1][1],board[3*2+1][1]}||        
                 &{board[3*0+2][1],board[3*1+2][1],board[3*2+2][1]}||        
                 &{board[3*0+0][1],board[3*1+1][1],board[3*2+2][1]}||        
                 &{board[3*2+0][1],board[3*1+1][1],board[3*0+2][1]})         
        begin
            win     <= 1'b1;
            winner  <= COMPUTER;
        end
        else
        begin
            win <= 1'b0;
            winner <= 2'd0;
        end
    end
    always @(posedge clk or negedge rstn)
    begin
        if (rstn == 1'b0)
        begin
            tie <= 1'b0;
        end
        else if (piece == 9'b111111111 && win == 1'b0)
        begin
            tie <= 1'b1;
        end
        else
        begin
            tie <= 1'b0;
        end
    end
endmodule
==> flow/run.sh <==
#!/bin/bash
# OpenROAD 26Q1-2900-gdf79404cd8, Yosys 0.63+post, stock flow scripts
make -C /OpenROAD-flow-scripts/flow DESIGN_CONFIG=/design/flow/config.mk WORK_HOME=/design/flow/orfs finish
==> flow/config.mk <==
export PLATFORM = sky130hd
export DESIGN_NAME = board
export DESIGN_NICKNAME = board
export VERILOG_FILES = /design/flow/design.v
export SDC_FILE = /design/flow/constraint.sdc
export NUM_CORES = 4
export LEC_CHECK = 1
export CORE_AREA = 10 10 109 109
export DIE_AREA = 0 0 119 119
==> flow/constraint.sdc <==
current_design board

set clk_period 3.2
set clk_io_pct 0.2

create_clock -name clk0 -period $clk_period [get_ports {clk}]

set non_clock_inputs [all_inputs -no_clocks]
set_input_delay [expr $clk_period * $clk_io_pct] -clock clk0 $non_clock_inputs
set_output_delay [expr $clk_period * $clk_io_pct] -clock clk0 [all_outputs]
==> results.py <==
# Flow results
metrics = {
    "yosys": {
        "ys_types": 41,
        "ys_cells": 128,
        "avgSynthCellArea_sq_um": 9.91,
        "flop_cell": "dfrtp_1",
        "syn-instance-count": 128,
        "synth_flops": 23,
        "synth_warnings": 2,
        "synth_area_sq_um": 1270,
        "edf_count": 0,
        "ys_area_sq_um": 1270,
        "synth_seq_share_pct": 45.4,
        "async_flop_share_pct": 100,
    },
    "worst_setup_path": {
        "crit_required_ps": 3360,
        "worst-path-buf-inv": 1,
        "cp-startpoint": "player_address[1]",
        "crit_type": "in -> reg",
        "startpoint_type": "input port",
        "cp_data_arrival_time_ps": 2410,
        "cp_slowest_cell": "clkdlybuf4s50_1",
        "timing.rr.start": "board[8][0]",
        "crit_chain": "clkdlybuf4s50_1, nor2_1, a21oi_1, o311ai_0, and2_1, a21o_1",
        "critPathCaptureType": "flip-flop",
        "worstPathMaxFanout": 11,
        "slowest_delay_ps": 740,
        "critical-path-top-delay-family": "buffers and inverters",
    },
    "power": {
        "cellPowerDensity_nw_per_um2": 548,
        "total_power_w": 0.000996,
        "vdd_drop_max_mv": 0.206,
        "leakagePower_nw": 0.699,
    },
    "route": {
        "wl_per_cell_um": 14.5,
        "vias_per_cell": 4.13,
        "drtAntennaViolNets": 0,
        "drcViolationCount": 0,
        "antenna_cells": 0,
        "drtIter0Drc": 105,
        "drt-pass1-iter-count": 4,
        "wl_um": 4300,
        "vias": 1227,
    },
    "finish": {
        "fin_area_sq_um": 1820,
        "stdcell_count": 297,
        "drive_above_1_share_pct": 7.32,
        "fillers": 1082,
        "syn2layout_area_growth_pct": 43.2,
    },
    "clock_network": {
        "clockBufferDepth": 2,
        "cts_setup_buffers": 0,
        "cts_root_buf": "clkbuf_8",
        "path_clk_slew_ps": 80,
        "cts.sinks": 23,
        "postCtsHoldBufs": 0,
        "htree_levels": 1,
        "cts_tree": "yes",
        "insertion_delay_ps": 260,
        "cts_buffers": 3,
        "cts_resized": 0,
    },
    "final_timing": {
        "worst_pin_slew_ps": 515,
        "slew_violations": 0,
        "period_used_pct": 70.4,
        "hold_viol": 0,
        "max-slew-margin-rel_pct": 65.3,
        "fin_worst_skew_ps": 2.61,
        "setup_tns_ps": 0,
        "rsz0062_at_grt": "false",
        "finalSetupViolations": 0,
        "period_needed_ps": 2250,
        "holdWs_ps": 524,
        "fmax_ghz": 0.444,
    },
    "floorplan": {
        "floorplan.rows": 36,
        "die_x_um": 119,
        "core_sq_um": 9640,
        "dieArea_sq_um": 14200,
        "fp_util_pct": 13.2,
        "ios": 35,
        "die-height_um": 119,
    },
    "placed_design": {
        "placed_cell_area_sq_um": 1770,
        "dp.cells": 293,
        "hpwl_um": 3380,
        "io_buffers": 34,
        "gp_congestion": 0.934,
    },
    "job": {
        "tool_warnings": 25,
        "maxCapViolations": 0,
    },
    "min_path": {
        "hp-start": "win",
        "min_path_type": "reg -> reg",
    },
    "grt": {
        "grtUsageTotal_pct": 5.94,
        "grt_pass1_wl_um": 6780,
        "grt_pass1_vias": 1143,
        "grt_max_degree": 24,
        "gr-total-overflow": 0,
        "antenna_found_initial": 0,
    },
    "outcome": {
        "outcome": "finished, final reports clean",
    },
}
## cell usage in the layout (no fill, tap or decap), drive strengths merged, types with 2 or more instances in the layout
master	n
nand2	8
nor4	2
a22oi	3
dfrtp	23
nor2b	2
o22ai	6
clkdlybuf4s50	34
o211ai	2
a31oi	2
a21o	10
nor3	3
a31o	2
o21bai	3
nand2b	3
o21ai	3
clkbuf	3
a21oi	5
o32ai	2
inv	4
or4	2
a41o	2
a22o	6
nor2	15
nand3b	2
## synth_stat cells (all sizes together), types with 2 or more instances
| library cell | n | area (sq um) |
|---|---|---|
| a31oi | 2 | 27.5 |
| nor3 | 3 | 15.0 |
| or4 | 2 | 15.0 |
| nor4 | 2 | 12.5 |
| o211ai | 2 | 20.0 |
| nand2 | 8 | 30.0 |
| o21bai | 3 | 22.5 |
| dfrtp | 23 | 576 |
| a21oi | 5 | 25.0 |
| a21o | 10 | 75.1 |
| o32ai | 2 | 17.5 |
| nor2b | 2 | 12.5 |
| clkbuf | 2 | 7.51 |
| a41o | 2 | 20.0 |
| o21ai | 3 | 15.0 |
| o22ai | 6 | 37.5 |
| nand2b | 3 | 18.8 |
| a31o | 2 | 17.5 |
| a22o | 6 | 52.6 |
| nor2 | 15 | 56.3 |
| a22oi | 3 | 22.5 |
| nand3b | 2 | 15.0 |
| inv | 4 | 15.0 |
## sequential cells by signal, summed over array words and instances (netlist names)
| register | count |
|---|---|
| win | 1 |
| illegal_move | 1 |
| tie | 1 |
| winner | 2 |
| board | 18 |
## layer usage
layer | up-vias | global-route usage, % | routed length (um)
li1 | 572 | - | -
met1 | 601 | 8.87 | 2080
met2 | 50 | 8.51 | 1790
met3 | 4 | 2.06 | 387
met4 | 0 | 0.229 | 36
met5 | - | 0 | 0
## final timing paths
path                       cells after the start            to  slack [ps]
hold reg to reg                                1           tie         520
setup / recovery                               6   board[5][0]         950
hold / removal                                 1           tie         520
min in group asynchronous                      2     winner[1]         720
setup reg to reg                               3           tie        1440
max in group asynchronous                      2  illegal_move        2240
## area by class of cell
| cell class | instances | area, sq um | share of cell area, % |
|---|---|---|---|
| Sequential cell | 23 | 576 | 31.7 |
| Tap cell | 133 | 166 | 9.16 |
| Clock buffer | 3 | 41.3 | 2.27 |
| Clock inverter | 1 | 5.00 | 0.275 |
| Timing Repair Buffer | 35 | 348 | 19.1 |
| Multi-Input combinational cell | 98 | 666 | 36.6 |
| Inverter | 4 | 15.0 | 0.826 |
## cells by family after synthesis
kind of cell	count (synthesis)	synth area share, %
AND-OR/OR-AND	51	31.4
AND/OR/NAND/NOR	46	19.3
flip-flops	23	45.4
buffers and inverters	7	2.17
multiplexers	1	1.78
## stage by stage
stage | worst slack, ps | utilization, %
2_1_floorplan | 1340 | -
3_3_place_gp | 690 | 18.4
3_5_place_dp | 688 | 18.4
4_1_cts | 962 | 18.8
5_1_grt | 729 | 18.8
6_report | 946 | 18.8
## report_power, final
part / switching (W) / internal [W] / leakage (nW)
Clock: 0.0000945 / 0.0000869 / 0.0255
Combinational: 0.000120 / 0.000224 / 0.407
Sequential: 0.000114 / 0.000357 / 0.266
## worst reg2reg max path, delay by kind of cell, from the launching register on
family	cells	cell delay, ps
AND/OR/NAND/NOR	3	1090
flip-flops	1	510
Power and IR drop assume default switching activity.
